[/design/flow/run.sh]
#!/bin/bash
# OpenROAD 26Q1-2900-gdf79404cd8, Yosys 0.63+post, stock flow scripts
make -C /OpenROAD-flow-scripts/flow DESIGN_CONFIG=/design/flow/config.mk WORK_HOME=/design/flow/orfs finish
[/design/flow/config.mk]
export PLATFORM = sky130hd
export DESIGN_NAME = dual_7seg_display
export DESIGN_NICKNAME = dual_7seg_display
export VERILOG_FILES = /design/flow/design.v
export SDC_FILE = /design/flow/constraint.sdc
export NUM_CORES = 4
export LEC_CHECK = 1
export CORE_AREA = 10 10 70 70
export DIE_AREA = 0 0 80 80
[/design/flow/constraint.sdc]
current_design dual_7seg_display

set clk_period 2.0
set clk_io_pct 0.2

create_clock -name clk0 -period $clk_period [get_ports {clk}]

set non_clock_inputs [all_inputs -no_clocks]
set_input_delay [expr $clk_period * $clk_io_pct] -clock clk0 $non_clock_inputs
set_output_delay [expr $clk_period * $clk_io_pct] -clock clk0 [all_outputs]
[/design/flow/design.v]
`default_nettype none
`timescale 10us/100ns
module dual_7seg_display (
  input  wire clk,
  input  wire rst_n,
  output wire[6:0] seg_pins_o,
  output wire seg_select_o,
  input  wire[3:0] hex0_data_i,
  input  wire[3:0] hex1_data_i
);
  reg[7:0] counter_q, counter_d;
  reg[3:0] hex_data;
  reg[6:0] seg_pins;
  wire seg_select;
  assign seg_select = counter_q[7];
  assign seg_select_o = seg_select;
  assign seg_pins_o = seg_pins;
  always @(*) begin
    case (hex_data)
      4'h0: seg_pins = 7'b0000001;
      4'h1: seg_pins = 7'b1001111;
      4'h2: seg_pins = 7'b0010010;
      4'h3: seg_pins = 7'b0000110;
      4'h4: seg_pins = 7'b1001100;
      4'h5: seg_pins = 7'b0100100;
      4'h6: seg_pins = 7'b0100000;
      4'h7: seg_pins = 7'b0001111;
      4'h8: seg_pins = 7'b0000000;
      4'h9: seg_pins = 7'b0000100;
      4'hA: seg_pins = 7'b0001000;
      4'hB: seg_pins = 7'b1100000;
      4'hC: seg_pins = 7'b0110001;
      4'hD: seg_pins = 7'b1000010;
      4'hE: seg_pins = 7'b0110000;
      4'hF: seg_pins = 7'b0111000;
    endcase
  end
  always @(posedge clk) begin
    counter_q <= rst_n ? counter_d : 0;
  end
  always @(*) begin
    counter_d = counter_q + 1;
    if (seg_select) begin
      hex_data = hex0_data_i;
    end else begin
      hex_data = hex1_data_i;
    end
  end
endmodule
==> impl_metrics.xml <==
<?xml version="1.0" encoding="UTF-8"?>
<metrics>
  <group name="run_status">
    <metric name="run_status" unit="">finished with violations</metric>
    <metric name="violations" unit="">negative setup slack</metric>
  </group>
  <group name="worst_setup_path">
    <metric name="end_kind" unit="">output pin</metric>
    <metric name="critPathKind" unit="">flip-flop to output pin</metric>
    <metric name="cp.arrival" unit="ns">1.81</metric>
    <metric name="timing.critical_path.slowest_stage_cell" unit="">dfxtp_4</metric>
    <metric name="critical_path.startpoint_type" unit="">flip-flop</metric>
    <metric name="cpPeakStageDelay" unit="ns">0.39</metric>
    <metric name="worstReg2RegStart" unit="">counter_q[0]</metric>
    <metric name="setup.worst_path.start" unit="">counter_q[7]</metric>
    <metric name="worstPathMaxFanout" unit="">4</metric>
    <metric name="critical_path.cell_chain" unit="">mux2i_4 -&gt; inv_2 -&gt; buf_6 -&gt; buf_6 -&gt; ha_4 -&gt; mux2i_1 -&gt; mux2i_1 -&gt; buf_2</metric>
    <metric name="wp_data_required" unit="ns">1.60</metric>
  </group>
  <group name="timing">
    <metric name="count_of_endpoints_failing_hold_in_the_final_timing_report" unit="">0</metric>
    <metric name="slew_headroom" unit="%">84.0</metric>
    <metric name="maxClockFrequency" unit="GHz">0.453</metric>
    <metric name="clock_skew" unit="ns">0.00202</metric>
    <metric name="worst_slew_pin_slew" unit="ns">0.235</metric>
    <metric name="post-route-worst-setup-slack" unit="ns">-0.209</metric>
    <metric name="report.final.slew_viol_count" unit="">0</metric>
    <metric name="finalSetupViolCount" unit="">7</metric>
    <metric name="min_period" unit="ns">2.21</metric>
    <metric name="rsz0062_at_grt" unit="">yes</metric>
    <metric name="finalClockPeriodUsage" unit="%">110</metric>
  </group>
  <group name="drt">
    <metric name="route.final.wire_length" unit="mm">1.88</metric>
    <metric name="via_per_inst" unit="">4.12</metric>
    <metric name="routed-via-count" unit="">676</metric>
    <metric name="post_drt_wl_per_cell" unit="um">11.5</metric>
    <metric name="route.detailed.drc" unit="">0</metric>
    <metric name="num_antenna_cells" unit="">0</metric>
    <metric name="drt_first_iter_violations" unit="">22</metric>
    <metric name="drt_pass1_iterations" unit="">4</metric>
    <metric name="detail-route-antenna-nets" unit="">0</metric>
  </group>
  <group name="final_layout">
    <metric name="syn2layout_area_growth" unit="%">96.0</metric>
    <metric name="finish.utilization" unit="%">37.6</metric>
    <metric name="largest-register" unit="">counter_q</metric>
    <metric name="post_layout_instance_area" unit="sq um">1280</metric>
    <metric name="filler_cell_count" unit="">320</metric>
    <metric name="largest_register_ffs" unit="">8</metric>
    <metric name="mostFrequentLayoutCell" unit="">buf_6</metric>
    <metric name="largestRegisters" unit="">counter_q: 8 flops</metric>
    <metric name="drive_gt1_share" unit="%">55.1</metric>
    <metric name="layout.area.comb" unit="sq um">591</metric>
    <metric name="mostFrequentLayoutCells" unit="">buf_6 (18), buf_4 (13), dfxtp_1 (7), buf_2 (7)</metric>
    <metric name="flop_area" unit="sq um">164</metric>
  </group>
  <group name="synth">
    <metric name="yosys-mux-area-fraction" unit="%">21.2</metric>
    <metric name="synth.distinct_cells" unit="">24</metric>
    <metric name="ys_sh_xor" unit="%">5.34</metric>
    <metric name="ys_async_sr_fraction" unit="%">0</metric>
    <metric name="simple_gate_area_share" unit="%">16.2</metric>
    <metric name="synth_stat.cells" unit="">70</metric>
    <metric name="ys_seq_share" unit="%">24.4</metric>
    <metric name="ys_sh_adder" unit="%">13.4</metric>
    <metric name="netlist_instances" unit="">70</metric>
    <metric name="flop_cell" unit="">dfxtp_1</metric>
    <metric name="synth.cellmix.compoundShare" unit="%">12.4</metric>
    <metric name="enable_flop_cells" unit="">0</metric>
    <metric name="post_synth_main_logic_family" unit="">multiplexers</metric>
    <metric name="yosysChipArea" unit="sq um">656</metric>
    <metric name="post_synth_instance_area" unit="sq um">656</metric>
    <metric name="synth-warning-count" unit="">1</metric>
    <metric name="synth-seq-cells" unit="">8</metric>
    <metric name="syn_area_per_cell" unit="sq um">9.37</metric>
  </group>
  <group name="global_routing">
    <metric name="pin_count_of_the_biggest_net_entering_global_routing" unit="">8</metric>
    <metric name="antenna_found_initial" unit="">0</metric>
    <metric name="grt_usage" unit="%">5.95</metric>
    <metric name="grt_pass1_vias" unit="">664</metric>
    <metric name="grt_remaining_overflow" unit="">0</metric>
    <metric name="global_route_wire_length_before_repair" unit="mm">3.17</metric>
  </group>
  <group name="power">
    <metric name="cellLeakagePower" unit="nW">0.545</metric>
    <metric name="vdd_ir_drop_max" unit="mV">0.163</metric>
    <metric name="power.density_cell_area" unit="nW/um^2">363</metric>
    <metric name="fin_total_pwr" unit="mW">0.467</metric>
  </group>
  <group name="clock_network">
    <metric name="clock-sinks" unit="">8</metric>
    <metric name="worst_setup_hold_path_clk_slew" unit="ns">0.05</metric>
    <metric name="ctsLongestPathBuffers" unit="">2</metric>
    <metric name="tritoncts.num_buffers" unit="">3</metric>
    <metric name="ctsHtreeMaxLevel" unit="">1</metric>
    <metric name="insertion_delay" unit="ns">0.25</metric>
    <metric name="tritoncts" unit="">done</metric>
    <metric name="clock-root-buffer" unit="">clkbuf_4</metric>
    <metric name="cts_hold_buf" unit="">0</metric>
  </group>
  <group name="floorplan">
    <metric name="top_level_ports" unit="">18</metric>
    <metric name="floorplan.rows" unit="">21</metric>
    <metric name="initCoreUtil" unit="%">19.2</metric>
    <metric name="chip_height" unit="um">80</metric>
    <metric name="die-area" unit="sq um">6400</metric>
    <metric name="die-width" unit="um">80</metric>
    <metric name="coreArea" unit="sq um">3420</metric>
  </group>
  <group name="flow_run">
    <metric name="maxCapViolations" unit="">0</metric>
    <metric name="log.warning_count" unit="">32</metric>
  </group>
  <group name="place">
    <metric name="io_buffer_count" unit="">17</metric>
    <metric name="placed_cell_areas" unit="sq um">935</metric>
    <metric name="detailed_place_hpwl" unit="mm">1.13</metric>
    <metric name="preCtsSetupSlack" unit="ns">-0.798</metric>
    <metric name="finalWeightedCongestion" unit="">0.808</metric>
  </group>
  <group name="min_path">
    <metric name="holdCritPathClass" unit="">flip-flop to flip-flop</metric>
    <metric name="timing.hold.worst.start" unit="">counter_q[0]</metric>
  </group>
</metrics>
-- layer usage --
| metal | global-route usage [%] | share of wire [%] | vias to the layer above |
|---|---|---|---|
| met2 | 8.83 | 43 | 22 |
| met5 | 0 | 0 | - |
| li1 | - | - | 347 |
| met3 | 1.59 | 5.3 | 4 |
| met4 | 0.880 | 1.2 | 0 |
| met1 | 8.51 | 51 | 303 |
-- cell usage after synthesis, types with 3 or more instances --
cell type	count	area [sq um]
a21oi_1	3	15.0
a22o_1	3	26.3
dfxtp_1	8	160
ha_1	7	87.6
inv_1	5	18.8
mux2_2	3	33.8
mux2i_1	6	60.1
nand3_1	4	20.0
nor2_1	5	18.8
o21ai_0	4	20.0
or3_1	3	18.8
-- stage by stage --
step | cells | setup TNS (ns) | hold slack (ns)
detailed placement | 140 | -5.13 | 0.431
CTS | 161 | -0.959 | 0.446
floorplan | 70 | 0 | 0.418
global route | 164 | -1.52 | 0.469
finish | 164 | -0.957 | 0.443
global placement | 140 | -5.17 | 0.430
-- worst max-delay path: cells and delay by family, from the launching register on --
kind / cells / cell delay (ns)
adders and majority gates: 1 / 0.16
buffers and inverters: 4 / 0.46
DFF: 1 / 0.39
muxes: 3 / 0.55
-- where the power goes --
part           switching [mW]  internal [mW]  leakage, nW  total [mW]
sequential            0.00382          0.164       0.0659       0.167
combinational          0.0706          0.111        0.465       0.181
clock                  0.0496         0.0683       0.0138       0.118
total                   0.124          0.343        0.545       0.467
-- final timing paths --
check | slack [ns] | end | cells after the start
min | 0.44 | counter_q[0] | 1
min reg2reg | 0.44 | counter_q[0] | 1
max | -0.21 | seg_pins_o[3] | 8
max reg2reg | 0.81 | counter_q[6] | 4
-- cells by family after synthesis --
group                    count (synthesis)
multiplexers                            11
buffers and inverters                    8
AND-OR/OR-AND                           12
flip-flops                               8
XOR/XNOR                                 4
adder cells (fa/ha/maj)                  7
AND/OR/NAND/NOR                         20
-- area by class of cell --
cell class	instances	area share (%)
clock buffer	3	1.75
inverter	5	1.46
multi-input combinational	54	46.0
sequential	8	12.8
tap	46	4.48
timing repair buffer	48	33.6
-- timing repair --
action,CTS,global route
endpoints found under the setup margin,7,7
buffers inserted,18,4
pin swaps,9,7
gates resized,62,14
No activity file was given, so power comes from the tool's default toggle rates.
