File: constraint.sdc
current_design main

set clk_period 3.2
set clk_io_pct 0.2

create_clock -name clk0 -period $clk_period [get_ports {clk}]

set non_clock_inputs [all_inputs -no_clocks]
set_input_delay [expr $clk_period * $clk_io_pct] -clock clk0 $non_clock_inputs
set_output_delay [expr $clk_period * $clk_io_pct] -clock clk0 [all_outputs]
File: design.v
`default_nettype none
`timescale 10us/100ns
module main (
  input clk,
  input rst_n,
  input wire i2c_scl_i,
  input wire i2c_sda_i,
  output wire i2c_sda_o,
  output wire i2c_sda_oe,
  output wire[7:0] debug_o
);
  wire[7:0] i2c_rx_byte_data;
  wire i2c_rx_byte_valid;
  wire[7:0] i2c_tx_byte_data;
  wire i2c_tx_byte_valid = 0;
  reg[7:0] i2c_rx_byte_d, i2c_rx_byte_q;
  i2c_target #(
    .I2C_TARGET_ADDR('h66)
  ) i2c_target_inst (
    .clk(clk),
    .rst_n(rst_n),
    .i2c_sda_i(i2c_sda_i),
    .i2c_sda_o(i2c_sda_o),
    .i2c_sda_oe(i2c_sda_oe),
    .i2c_scl_i(i2c_scl_i),
    .i2c_rx_byte_data_o(i2c_rx_byte_data),
    .i2c_rx_byte_valid_o(i2c_rx_byte_valid),
    .i2c_tx_byte_data_i(i2c_tx_byte_data),
    .i2c_tx_byte_valid_i(i2c_tx_byte_valid)
  );
  assign debug_o[0] = i2c_scl_i;
  assign debug_o[1] = i2c_sda_i;
  assign debug_o[7:2] = i2c_rx_byte_q[5:0];
  always @(posedge clk) begin
    i2c_rx_byte_q <= rst_n ? i2c_rx_byte_d : 0;
  end
  always @(*) begin
    i2c_rx_byte_d = i2c_rx_byte_q;
    if (i2c_rx_byte_valid) begin
      i2c_rx_byte_d = i2c_rx_byte_data;
    end
  end
endmodule
`default_nettype none
`timescale 10us/100ns
module i2c_target #(
  parameter I2C_TARGET_ADDR = 7'h66
) (
  input  wire clk,
  input  wire rst_n,
  input  wire i2c_scl_i,
  input  wire i2c_sda_i,
  output wire i2c_sda_o,
  output wire i2c_sda_oe,
  output wire[7:0] i2c_rx_byte_data_o,
  output wire i2c_rx_byte_valid_o,
  input  wire[7:0] i2c_tx_byte_data_i,
  input  wire i2c_tx_byte_valid_i,
  output wire i2c_transaction_start_o,
  output wire i2c_transaction_stop_o
);
  parameter I2C_STATE_INIT = 0;
  parameter I2C_STATE_TX_DATA = 1;
  parameter I2C_STATE_RX_DATA = 2;
  parameter I2C_STATE_WAIT_ACK = 3;
  parameter I2C_STATE_ADDR_MATCH = 4;
  parameter I2C_STATE_SKIP = 5;
  reg[2:0] i2c_state_q, i2c_state_d;
  reg[2:0] i2c_next_state_q, i2c_next_state_d;
  reg i2c_tx_bit_data;
  reg i2c_tx_bit_valid;
  reg[$clog2(8)+1:0] i2c_rx_bit_counter_d, i2c_rx_bit_counter_q;
  wire i2c_rx_bit_data;
  wire i2c_rx_bit_valid;
  reg i2c_rx_ack_d, i2c_rx_ack_q;
  reg[7:0] i2c_rx_byte_data_d, i2c_rx_byte_data_q;
  reg i2c_rx_byte_valid_d, i2c_rx_byte_valid_q;
  wire[6:0] i2c_address;
  wire i2c_rw_flag;
  wire i2c_bus_start;
  wire i2c_bus_stop;
  reg i2c_transaction_start;
  reg i2c_transaction_stop;
  i2c_target_mac i2c_target_mac_inst (
    .clk(clk),
    .rst_n(rst_n),
    .i2c_sda_i(i2c_sda_i),
    .i2c_sda_o(i2c_sda_o),
    .i2c_sda_oe(i2c_sda_oe),
    .i2c_scl_i(i2c_scl_i),
    .i2c_rx_bit_data_o(i2c_rx_bit_data),
    .i2c_rx_bit_valid_o(i2c_rx_bit_valid),
    .i2c_tx_bit_data_i(i2c_tx_bit_data),
    .i2c_tx_bit_valid_i(i2c_tx_bit_valid),
    .i2c_bus_start_o(i2c_bus_start),
    .i2c_bus_stop_o(i2c_bus_stop)
  );
  assign i2c_transaction_stop_o = i2c_bus_stop;
  assign i2c_address = i2c_rx_byte_data_q[7:1];
  assign i2c_rw_flag = i2c_rx_byte_data_q[0];
  assign i2c_rx_byte_data_o = i2c_rx_byte_data_q;
  assign i2c_rx_byte_valid_o = i2c_rx_byte_valid_q;
  always @(posedge clk) begin
    i2c_state_q <= rst_n ? i2c_state_d : 0;
    i2c_next_state_q <= rst_n ? i2c_next_state_d : 0;
    i2c_rx_byte_valid_q <= rst_n ? i2c_rx_byte_valid_d : 0;
    i2c_rx_byte_data_q <= rst_n ? i2c_rx_byte_data_d : 0;
    i2c_rx_bit_counter_q <= rst_n ? i2c_rx_bit_counter_d : 0;
    i2c_rx_ack_q <= rst_n ? i2c_rx_ack_d : 0;
  end
  always @(*) begin
    i2c_state_d = i2c_state_q;
    i2c_transaction_start = 0;
    i2c_rx_byte_valid_d = 0;
    i2c_rx_byte_data_d = i2c_rx_byte_data_q;
    i2c_rx_bit_counter_d = i2c_rx_bit_counter_q;
    i2c_next_state_d = i2c_next_state_q;
    i2c_tx_bit_data = 1;
    i2c_tx_bit_valid = 0;
    case (i2c_state_q)
      I2C_STATE_INIT: begin
        i2c_state_d = I2C_STATE_RX_DATA;
        i2c_next_state_d = I2C_STATE_ADDR_MATCH;
      end
      I2C_STATE_RX_DATA: begin
        if (i2c_rx_bit_valid) begin
          i2c_rx_byte_data_d = {i2c_rx_byte_data_q[6:0], i2c_rx_bit_data};
          if (i2c_rx_bit_counter_q == 7) begin
            i2c_rx_bit_counter_d = 0;
            i2c_rx_byte_valid_d = (i2c_next_state_d != I2C_STATE_ADDR_MATCH);
            i2c_state_d = i2c_next_state_q;
          end else begin
            i2c_rx_bit_counter_d = i2c_rx_bit_counter_q + 1;
          end
        end
      end
      I2C_STATE_TX_DATA: begin
        if (i2c_rx_bit_valid) begin
          i2c_tx_bit_valid = 0;
        end
      end
      I2C_STATE_ADDR_MATCH: begin
        if (i2c_address == I2C_TARGET_ADDR) begin
          i2c_transaction_start = 1;
          i2c_state_d = I2C_STATE_WAIT_ACK;
          i2c_tx_bit_data = 0;
          i2c_tx_bit_valid = 1;
          if (i2c_rx_byte_data_q[0]) begin
            i2c_next_state_d = I2C_STATE_TX_DATA;
          end else begin
            i2c_next_state_d = I2C_STATE_RX_DATA;
          end
        end else begin
          i2c_state_d = I2C_STATE_SKIP;
        end
      end
      I2C_STATE_WAIT_ACK: begin
        if (i2c_rx_bit_valid) begin
          i2c_state_d = i2c_next_state_q;
        end
      end
      I2C_STATE_SKIP: begin
      end
    endcase
    if (i2c_bus_start || i2c_bus_stop) begin
      i2c_state_d = I2C_STATE_INIT;
      i2c_rx_bit_counter_d = 0;
    end
  end
endmodule
`default_nettype none
`timescale 10us/100ns
module i2c_target_mac (
  input  wire clk,
  input  wire rst_n,
  input  wire i2c_scl_i,
  input  wire i2c_sda_i,
  output wire i2c_sda_o,
  output wire i2c_sda_oe,
  output wire i2c_rx_bit_data_o,
  output wire i2c_rx_bit_valid_o,
  input  wire i2c_tx_bit_data_i,
  input  wire i2c_tx_bit_valid_i,
  output wire i2c_bus_start_o,
  output wire i2c_bus_stop_o
);
  parameter I2C_TX_SDA_RESET = 1;
  wire i2c_posedge;
  wire i2c_negedge;
  reg i2c_scl_q, i2c_scl_qq, i2c_scl_qqq;
  reg i2c_sda_q, i2c_sda_qq, i2c_sda_qqq;
  reg i2c_tx_sda_q, i2c_tx_sda_d;
  reg i2c_tx_next_q, i2c_tx_next_d;
  assign i2c_posedge = !i2c_scl_qqq & i2c_scl_qq;
  assign i2c_negedge = i2c_scl_qqq & !i2c_scl_qq;
  assign i2c_rx_bit_valid_o = i2c_posedge;
  assign i2c_bus_start_o = i2c_scl_q && i2c_scl_i && i2c_sda_qqq && !i2c_sda_qq;
  assign i2c_bus_stop_o = i2c_scl_q && i2c_scl_i && !i2c_sda_qqq && i2c_sda_qq;
  assign i2c_rx_bit_valid_o = i2c_posedge;
  assign i2c_rx_bit_valid_o = i2c_posedge;
  assign i2c_rx_bit_data_o = i2c_sda_i;
  assign i2c_sda_o = 0;
  assign i2c_sda_oe = !i2c_tx_sda_q;
  always @(posedge clk) begin
    i2c_scl_q <= rst_n ? i2c_scl_i : 0;
    i2c_scl_qq <= rst_n ? i2c_scl_q : 0;
    i2c_scl_qqq <= rst_n ? i2c_scl_qq : 0;
    i2c_sda_q <= rst_n ? i2c_sda_i : 0;
    i2c_sda_qq <= rst_n ? i2c_sda_q : 0;
    i2c_sda_qqq <= rst_n ? i2c_sda_qq : 0;
    i2c_tx_sda_q <= rst_n ? i2c_tx_sda_d : I2C_TX_SDA_RESET;
    i2c_tx_next_q <= rst_n ? i2c_tx_next_d : I2C_TX_SDA_RESET;
  end
  always @(*) begin
    i2c_tx_next_d = i2c_tx_next_q;
    i2c_tx_sda_d = i2c_tx_sda_q;
    if (i2c_tx_bit_valid_i) begin
      i2c_tx_next_d = i2c_tx_bit_data_i;
    end
    if (i2c_negedge) begin
      i2c_tx_sda_d = i2c_tx_next_q;
      i2c_tx_next_d = I2C_TX_SDA_RESET;
    end
    if (i2c_bus_start_o || i2c_bus_stop_o) begin
      i2c_tx_sda_d = I2C_TX_SDA_RESET;
      i2c_tx_next_d = I2C_TX_SDA_RESET;
    end
  end
endmodule
File: config.mk
export PLATFORM = sky130hd
export DESIGN_NAME = main
export DESIGN_NICKNAME = main
export VERILOG_FILES = /design/flow/design.v
export SDC_FILE = /design/flow/constraint.sdc
export NUM_CORES = 4
export LEC_CHECK = 1
export CORE_AREA = 10 10 98 98
export DIE_AREA = 0 0 108 108
File: run.sh
#!/bin/bash
# OpenROAD 26Q1-2900-gdf79404cd8, Yosys 0.63+post, stock flow scripts
make -C /OpenROAD-flow-scripts/flow DESIGN_CONFIG=/design/flow/config.mk WORK_HOME=/design/flow/orfs finish
==> impl_metrics.env <==
# flow metrics
export IMPL_status="finished clean"
export IMPL_yosysUniqueCellTypes=39
export IMPL_finalHoldViolCount=0
export IMPL_gr_usage_all_layers=0.0461
export IMPL_common_cells="dfxtp_1, nand2_1, nor2_1"
export IMPL_wl_per_cell_microns=9.81
export IMPL_fp_util=0.191
export IMPL_yosysWarningCount=3
export IMPL_ctsResizeCount=0
export IMPL_clockBufferDepth=2
export IMPL_cp_end_kind="output pin"
export IMPL_grt_pass1_wl_microns=4620
export IMPL_drc=0
export IMPL_tightest_slew_ns=0.718
export IMPL_peakVddDrop_uv=271
export IMPL_hold_buffers=0
export IMPL_syn_inst=156
export IMPL_top_area_frac=0.465
export IMPL_slowest_stage="clkdlybuf4s50_1"
export IMPL_worst_setup_path_start_kind="primary input"
export IMPL_cpPeakStageDelay_ns=0.50
export IMPL_drv_cap=0
export IMPL_tns_ns=0
export IMPL_ys_top_cells_by_area="dfxtp_1, mux2i_1, nor2b_1, a21boi_0, o21ai_0"
export IMPL_logic_area_sq_um=707
export IMPL_path_max_fanout=3
export IMPL_max_slew_margin_rel=0.519
export IMPL_wirelength_microns=2620
export IMPL_setup_viol=0
export IMPL_grt_max_degree=25
export IMPL_top_area_cell="dfxtp_1"
export IMPL_ys_cells=156
export IMPL_path_buffers=2
export IMPL_fp_row_count=32
export IMPL_cts_tree="yes"
export IMPL_final_max_slew_violation_count=0
export IMPL_synth_async_reset_ratio=0
export IMPL_layout_setup_ws_ns=0.941
export IMPL_cts_buffers=5
export IMPL_critical_path_class="primary input to output pin"
export IMPL_dp_hpwl_microns=1810
export IMPL_hold_path_class="flip-flop to flip-flop"
export IMPL_post_cts_buffers=0
export IMPL_synth_top_flop_cell="dfxtp_1"
export IMPL_hold_worst_slack_ns=0.435
export IMPL_grt_overflow=0
export IMPL_clk_pin_slew_worst_paths_ns=0.06
export IMPL_grt_pass1_vias=1044
export IMPL_antenna_found_initial=0
export IMPL_gp_congestion=0.784
export IMPL_chipWidth_microns=108
export IMPL_drive_gt1_frac=0.0727
export IMPL_stdcell_area_sq_um=1730
export IMPL_vias_per_cell=3.87
export IMPL_ff_latch_area_sq_um=681
export IMPL_synth_chip_area_sq_um=1460
export IMPL_ys_seq_share=0.465
export IMPL_warnings=25
export IMPL_core_area_sq_um=7650
export IMPL_power_leakage_uw=0.000557
export IMPL_h_tree_depth=2
export IMPL_cp_common_cell="clkdlybuf4s50_1"
export IMPL_die_area_sq_um=11700
export IMPL_io_buffers=12
export IMPL_syn_to_final_growth_pct=18.2
export IMPL_min_period_ns=2.26
export IMPL_fin_skew_ns=0.00338
export IMPL_detail_route_antenna_nets=0
export IMPL_clockRootBuffer="clkbuf_8"
export IMPL_required_ns=2.56
export IMPL_yosys_cell_count_top_type="dfxtp_1"
export IMPL_fillCellCount=809
export IMPL_fmax_mhz=443
export IMPL_rsz0062_at_grt="false"
export IMPL_syn_area_sq_um=1460
export IMPL_path_delay_family="buffers and inverters"
export IMPL_placed_cell_area_sq_um=1650
export IMPL_num_vias=1033
export IMPL_diodes=0
export IMPL_fin_crit_sh=0.706
export IMPL_cts_sinks=34
export IMPL_avgSynthCellArea_sq_um=9.38
export IMPL_edf_count=0
export IMPL_clkLatencyLatePin_ns=0.28
export IMPL_drtPass1Iterations=4
export IMPL_cp_arrival_ns=1.62
export IMPL_crit_path_cell_trace="clkdlybuf4s50_1 -> clkdlybuf4s50_1"
export IMPL_die_y_microns=108
export IMPL_drt_iter0_markers=54
export IMPL_numSynthFlops=34
export IMPL_ios=14
export IMPL_p_per_area_nw_per_um2=572
export IMPL_dp_slack_ns=0.934
==> kinds of logic (layout without fill, tap and decap cells) <==
logic type / after synthesis / count (layout) / synth area share
AOI/OAI and AO/OA: 35 / 35 / 0.158
xor gates and xnor gates: 3 / 3 / 0.0180
buffers and inverters: 14 / 23 / 0.0521
adders and majority gates: 1 / 1 / 0.00855
muxes: 8 / 8 / 0.0547
and+or+nand+nor: 60 / 60 / 0.241
DFF: 34 / 34 / 0.465
other: 1 / 1 / 0.00256
==> state kept, by name, indices dropped and copies added (netlist names), 3 cells and up <==
signal	count
i2c_rx_byte_q	6
i2c_target_inst.i2c_rx_byte_data_q	8
i2c_target_inst.i2c_next_state_q	3
i2c_target_inst.i2c_rx_bit_counter_q	5
i2c_target_inst.i2c_state_q	3
==> per-layer routing <==
layer  share of wire  track usage  up-vias  routed length [microns]
met2            0.44       0.0728       12                     1150
met5               0            0        -                        0
met3           0.050       0.0133        5                      131
met1            0.49       0.0602      468                     1270
met4           0.024       0.0134        0                       64
li1                -            -      548                        -
==> final timing paths <==
check | depth (start not counted) | slack [ns] | to | from
max | 2 | 0.94 | debug_o[0] | i2c_scl_i
min | 1 | 0.43 | i2c_target_inst.i2c_target_mac_inst.i2c_sda_qq$_SDFF_PN0_ | i2c_target_inst.i2c_target_mac_inst.i2c_sda_q$_SDFF_PN0_
max reg2reg | 4 | 1.38 | i2c_target_inst.i2c_rx_byte_data_q[4]$_SDFFE_PN0P_ | i2c_target_inst.i2c_state_q[1]$_SDFFE_PP0P_
min reg2reg | 1 | 0.43 | i2c_target_inst.i2c_target_mac_inst.i2c_sda_qq$_SDFF_PN0_ | i2c_target_inst.i2c_target_mac_inst.i2c_sda_q$_SDFF_PN0_
==> cells in the final DEF (no fill, tap or decap), types with 2 or more instances in the layout <==
cell type | Yosys | final
clkdlybuf4s50_1 | 0 | 12
a21oi_1 | 6 | 6
nor3b_1 | 3 | 3
and2_1 | 6 | 6
xnor2_1 | 3 | 3
nor2b_1 | 11 | 11
a211o_1 | 2 | 2
nor2_1 | 12 | 12
o21ai_0 | 10 | 10
a21boi_0 | 7 | 7
clkbuf_8 | 0 | 5
nor3_1 | 4 | 4
mux2i_1 | 8 | 8
inv_1 | 3 | 3
dfxtp_1 | 34 | 34
nand3_1 | 2 | 2
nand2b_1 | 2 | 2
clkbuf_1 | 5 | 2
nand2_1 | 12 | 12
o21a_1 | 2 | 2
==> final cells by class <==
type / instances / area share
Sequential cell: 34 / 0.393
Timing Repair Buffer: 13 / 0.0738
Multi-Input combinational cell: 108 / 0.409
Inverter: 3 / 0.00651
Clock buffer: 7 / 0.0441
Tap cell: 102 / 0.0738
==> per-stage QoR <==
step,power [uW],utilization,cells
after CTS,1000,0.226,267
after floorplan,688,-,156
final,990,0.226,267
after detailed placement,710,0.216,260
after global routing,1050,0.226,267
after global placement,709,0.216,260
==> power by group <==
group          internal (uW)  switching (uW)  leakage, uW
Clock                    149             141    0.0000383
Sequential               454            70.0     0.000276
Combinational           92.0            84.2     0.000242
No activity file was given, so power comes from the tool's default toggle rates.
